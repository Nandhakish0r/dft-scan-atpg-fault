### ./config.mk
export PLATFORM = sky130hd
export DESIGN_NAME = counter
export DESIGN_NICKNAME = counter
export VERILOG_FILES = /design/flow/design.v
export SDC_FILE = /design/flow/constraint.sdc
export NUM_CORES = 4
export LEC_CHECK = 1
export CORE_AREA = 10 10 70 70
export DIE_AREA = 0 0 80 80
### ./run.sh
#!/bin/bash
# OpenROAD 26Q1-2900-gdf79404cd8, Yosys 0.63+post, stock flow scripts
make -C /OpenROAD-flow-scripts/flow DESIGN_CONFIG=/design/flow/config.mk WORK_HOME=/design/flow/orfs finish
### ./design.v
module counter (
    input clk,
    input rst,
    output reg [3:0] Q
);
always @(posedge clk) begin
    if (rst)
        Q <= 4'b0000;
    else
        Q <= Q + 1;
end
endmodule
### ./constraint.sdc
current_design counter

set clk_period 1.0
set clk_io_pct 0.2

create_clock -name clk0 -period $clk_period [get_ports {clk}]

set non_clock_inputs [all_inputs -no_clocks]
set_input_delay [expr $clk_period * $clk_io_pct] -clock clk0 $non_clock_inputs
set_output_delay [expr $clk_period * $clk_io_pct] -clock clk0 [all_outputs]
==> flow_results.xml <==
<?xml version="1.0" encoding="UTF-8"?>
<metrics>
  <group name="cells_and_area">
    <metric name="post-route-util" unit="%">9.30</metric>
    <metric name="filler_cell_count" unit="">403</metric>
    <metric name="seq_area" unit="µm²">85.1</metric>
    <metric name="combGateArea" unit="µm²">65.1</metric>
    <metric name="p_r_area_growth_vs_syn" unit="%">119</metric>
    <metric name="largest_registers" unit="">Q: 4 flops</metric>
    <metric name="regMostFlops" unit="">Q</metric>
    <metric name="design_area" unit="µm²">318</metric>
    <metric name="largest_register_ff_count" unit="">4</metric>
    <metric name="layout-drive-gt1-share" unit="%">50.0</metric>
  </group>
  <group name="floorplan">
    <metric name="floorplan.rows" unit="">21</metric>
    <metric name="initial_core_util" unit="%">4.25</metric>
    <metric name="die_area" unit="µm²">6400</metric>
    <metric name="fp.coreArea" unit="µm²">3420</metric>
    <metric name="die_h" unit="µm">80</metric>
    <metric name="ioPinCount" unit="">6</metric>
    <metric name="die-width" unit="µm">80</metric>
  </group>
  <group name="worst_hold_path">
    <metric name="min_from" unit="">Q[0]$_SDFF_PP0_</metric>
    <metric name="hp-class" unit="">reg2reg</metric>
    <metric name="hold_end" unit="">Q[0]$_SDFF_PP0_</metric>
    <metric name="whs_path_depth" unit="">2</metric>
  </group>
  <group name="logic_synthesis">
    <metric name="yosys_area" unit="µm²">145</metric>
    <metric name="synth_top_flop_cell" unit="">dfxtp_1</metric>
    <metric name="most_common_cell" unit="">dfxtp_1</metric>
    <metric name="synth.cell_area" unit="µm²">145</metric>
    <metric name="edf_count" unit="">0</metric>
    <metric name="synthDominantAreaCellType" unit="">dfxtp_1</metric>
    <metric name="yosys_register_bits" unit="">4</metric>
    <metric name="synthesis.area_per_instance" unit="µm²">11.2</metric>
    <metric name="ys_cells" unit="">13</metric>
    <metric name="async_reset_ff_share" unit="%">0</metric>
    <metric name="synthesis.yosys.warnings" unit="">1</metric>
    <metric name="distinct_lib_cells_used" unit="">7</metric>
    <metric name="post-synth-top-area-fraction" unit="%">55.2</metric>
    <metric name="synth.area.top_cells" unit="">dfxtp_1 (55%), mux2_4 (10%), ha_1 (8.6%)</metric>
    <metric name="synth_sequential_area_ratio" unit="%">55.2</metric>
    <metric name="syn-instance-count" unit="">13</metric>
    <metric name="yosys-top-cells-count" unit="">dfxtp_1 (4), nor2_1 (3), nor2b_1 (2)</metric>
  </group>
  <group name="worst_setup_path">
    <metric name="reg2reg_slack" unit="ns">0.05</metric>
    <metric name="cp.arrival" unit="ns">0.78</metric>
    <metric name="critPathSlowestCell" unit="">dfxtp_2</metric>
    <metric name="path_max_fanout" unit="">2</metric>
    <metric name="cp.buffers_inverters" unit="">1</metric>
    <metric name="worstRegToRegCells" unit="">3</metric>
    <metric name="critical_path_required_time" unit="ns">0.80</metric>
    <metric name="worstSetupPathType" unit="">reg2out</metric>
    <metric name="worst-path-stages" unit="">1</metric>
    <metric name="timing.critical_path.slowest_cell_delay" unit="ns">0.31</metric>
    <metric name="worstSetupStartpointType" unit="">flop</metric>
    <metric name="crit-reg2reg-capture" unit="">Q[1]$_SDFF_PP0_</metric>
    <metric name="critical_path.cell_chain" unit="">dlygate4sd2_1</metric>
    <metric name="crit-reg2reg-launch" unit="">Q[0]$_SDFF_PP0_</metric>
    <metric name="critical_path.endpoint_type" unit="">output pin</metric>
    <metric name="critical-path-top-delay-family" unit="">flip-flops</metric>
  </group>
  <group name="power">
    <metric name="clkPwrFrac" unit="%">45.4</metric>
    <metric name="power.sequential.fraction" unit="%">41.5</metric>
    <metric name="p_int" unit="µW">345</metric>
    <metric name="net_load_switching_power" unit="µW">84.6</metric>
    <metric name="netSwitchingFraction" unit="%">19.7</metric>
    <metric name="total_power" unit="µW">429</metric>
    <metric name="comb_power_share" unit="%">13.1</metric>
    <metric name="ir_drop" unit="V">0.000233</metric>
    <metric name="power_per_cell_area" unit="nW/µm²">1350</metric>
    <metric name="p_leak" unit="µW">0.000132</metric>
  </group>
  <group name="final_timing">
    <metric name="timing_worst_slew_pin_value" unit="ns">0.120</metric>
    <metric name="setup_violations" unit="">0</metric>
    <metric name="fin_skew" unit="ns">0.00395</metric>
    <metric name="setup_repair_after_global_routing_missed_its_margin" unit="">no</metric>
    <metric name="timing.final.crit_period" unit="ns">0.977</metric>
    <metric name="slew_headroom" unit="%">92.0</metric>
    <metric name="number_of_slew_limit_violations_in_the_final_report" unit="">0</metric>
    <metric name="fin_crit_sh" unit="%">97.7</metric>
    <metric name="finalHoldViolations" unit="">0</metric>
    <metric name="maxClockFrequency" unit="MHz">1020</metric>
  </group>
  <group name="clock_tree">
    <metric name="clock_path_buffers" unit="">2</metric>
    <metric name="htree_levels" unit="">1</metric>
    <metric name="cts.repair_timing.setup_buffer_count" unit="">0</metric>
    <metric name="cts_buffers" unit="">3</metric>
    <metric name="clk_transition_reported_paths" unit="ns">0.04</metric>
    <metric name="ctsHoldBuffers" unit="">0</metric>
    <metric name="clk_latency" unit="ns">0.23</metric>
    <metric name="clkSinkCount" unit="">4</metric>
    <metric name="cts_tree" unit="">yes</metric>
    <metric name="cts-root-buf" unit="">clkbuf_4</metric>
  </group>
  <group name="grt">
    <metric name="congestion_overflow_gr" unit="">0</metric>
    <metric name="antenna_violations_before_repair" unit="">1</metric>
    <metric name="grt_max_degree" unit="">4</metric>
    <metric name="groute.usage.overall" unit="%">1.39</metric>
    <metric name="grt_first_pass_wirelength" unit="µm">607</metric>
    <metric name="first_global_vias" unit="">143</metric>
  </group>
  <group name="routing">
    <metric name="drt-initial-drc-count" unit="">7</metric>
    <metric name="post_drt_via_cell_ratio" unit="">1.96</metric>
    <metric name="post_drt_wl_per_cell" unit="µm">5.60</metric>
    <metric name="num_vias" unit="">143</metric>
    <metric name="drt_pre_antenna_iters" unit="">2</metric>
    <metric name="drtAntennaViolNets" unit="">0</metric>
    <metric name="total_routed_wirelength" unit="µm">409</metric>
    <metric name="post-route-drc-count" unit="">0</metric>
  </group>
  <group name="placed_design">
    <metric name="count_of_port_buffers_added_during_placement" unit="">5</metric>
    <metric name="final_weighted_congestion_of_routability_driven_global_placement" unit="">0.717</metric>
    <metric name="dpl-instance-area" unit="µm²">290</metric>
  </group>
  <group name="flow_run">
    <metric name="stage_log_warnings" unit="">25</metric>
    <metric name="timing.max_cap.violations" unit="">0</metric>
  </group>
  <group name="outcome">
    <metric name="status" unit="">finished, final reports clean</metric>
  </group>
</metrics>
[cells in the final DEF (no fill, tap or decap)]
cell,n
clkbuf_4,3
xnor2_1,1
nor2_1,3
clkdlybuf4s15_1,2
nand3_1,1
buf_4,5
nor2b_1,2
diode_2,1
ha_1,1
mux2_4,1
dlygate4sd2_1,2
dfxtp_2,4
clkdlybuf4s50_1,1
[per-stage QoR]
step                std cells  setup TNS, ns  setup slack, ns  hold slack [ns]
floorplan                  13              0            0.180            0.267
CTS                        72              0          0.00826            0.501
global route               73              0          0.00337            0.513
global placement           69         -0.130           -0.123            0.517
finish                     73              0           0.0231            0.509
detailed placement         69         -0.132           -0.132            0.515
[routing by layer]
layer,part of all wire (%),up-vias,global-route usage [%]
li1,-,73,-
met1,44,63,1.26
met2,31,7,1.52
met3,26,0,2.50
met4,0,0,0
met5,0,-,0
[power by group through the flow]
stage | combinational [µW] | sequential, µW | clock [µW]
5_1_grt | 61.8 | 179 | 215
6_report | 56.2 | 178 | 195
4_1_cts | 55.7 | 177 | 205
[layout make-up]
class	count	share of cell area (%)
tap	46	18.1
sequential	4	26.8
multi-input combinational	9	20.5
timing repair buffer	10	26.8
antenna	1	0.787
clock buffer	3	7.09
[cell families after synthesis]
family	after synthesis	synth area share [%]
DFF	4	55.2
adders and majority gates	1	8.62
and+or+nand+nor	6	19.8
xor gates and xnor gates	1	6.04
muxes	1	10.3
[how the worst max path moves through the flow]
stage / startpoint / to / slack (ns)
4_1_cts: Q[1]$_SDFF_PP0_ / Q[1] / 0.008
5_1_grt: Q[0]$_SDFF_PP0_ / Q[0] / 0.003
6_report: Q[0]$_SDFF_PP0_ / Q[0] / 0.02
[what timing repair did]
| item | CTS | global route |
|---|---|---|
| hold endpoints to repair | 0 | 0 |
| resized | 7 | 3 |
| endpoints found under the setup margin | 4 | 2 |
[worst min-delay path, cell delays in order, from the launching register on]
cell and delay (ns):
dfxtp_2 0.32, buf_4 0.11, nor2_1 0.04
Power is estimated from default activity; no workload was simulated.
